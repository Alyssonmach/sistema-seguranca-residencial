## flow/run.sh

```bash
#!/bin/bash
# OpenROAD 26Q1-2900-gdf79404cd8, Yosys 0.63+post, stock flow scripts
make -C /OpenROAD-flow-scripts/flow DESIGN_CONFIG=/design/flow/config.mk WORK_HOME=/design/flow/orfs finish
```

## flow/config.mk

```make
export PLATFORM = sky130hd
export DESIGN_NAME = ssr
export DESIGN_NICKNAME = ssr
export VERILOG_FILES = /design/flow/design.v
export SDC_FILE = /design/flow/constraint.sdc
export NUM_CORES = 4
export LEC_CHECK = 1
export CORE_UTILIZATION = 30
```

## flow/constraint.sdc

```tcl
current_design ssr

set clk_period 1.4
set clk_io_pct 0.2

create_clock -name clk0 -period $clk_period [get_ports {senha_sistema}]
create_clock -name clk1 -period $clk_period [get_ports {senha_usuario}]

set non_clock_inputs [all_inputs -no_clocks]
set_input_delay [expr $clk_period * $clk_io_pct] -clock clk0 $non_clock_inputs
set_output_delay [expr $clk_period * $clk_io_pct] -clock clk0 [all_outputs]
```

## flow/design.v

```verilog
module and_3entradas
(
	input A,B,C,
	output S1
);
 assign S1 = A & B & C;
endmodule 
module comparador_4bits(A, B, out);
	input [3:0]A, B;
	output out;
	wire xnor1, xnor2, xnor3, xnor4;
	wire and1, and2;
	assign xnor1 = ~(A[3] ^ B[3]);
	assign xnor2 = ~(A[2] ^ B[2]);
	assign xnor3 = ~(A[1] ^ B[1]);
	assign xnor4 = ~(A[0] ^ B[0]);
	assign and1 = xnor1 & xnor2;
	assign and2 = xnor3 & xnor4;
	assign out = and1 & and2;
endmodule
module contador_decadico(clk, clear, s);
	input clk, clear;
	output [3:0]s;
	wire and1;
	wire and2;
	wire and3;
	wire clr_aux;
	assign and3 = (s[3] & s[1]);
	assign clr_aux = and3 | clear;
	ff_jk ff1(clr_aux, clk, 1, 1, s[0]);
	ff_jk ff2(clr_aux, clk, s[0], s[0], s[1]);
	assign and1 = s[0] & s[1];
	ff_jk ff3(clr_aux, clk, and1, and1, s[2]);
	assign and2 = s[0] & s[1] & s[2];
	ff_jk ff4(clr_aux, clk, and2, and2, s[3]);
endmodule 
module contador_modulo2(clk, clear, s);
	input clk, clear;
	output s;
	ff_jk ff1(clear, clk, 1, 1, s);
endmodule 
module contador_modulo3(clk, clear, s);
	input clk, clear;
	output [1:0]s;
	wire and1;
	wire clear_aux;
	ff_jk ff1(clear_aux, clk, 1, 1, s[0]);
	ff_jk ff2(clear_aux, clk, s[0], s[0], s[1]);
	assign and1 = s[0] & s[1];
	assign clear_aux = and1 | clear;
endmodule
module contador_modulo5(clk, clear, s);
	input clk, clear;
	output [2:0]s;
	wire and1, and2;
	wire clear_aux;
	ff_jk ff1(clear_aux, clk, 1, 1, s[0]);
	ff_jk ff2(clear_aux, clk, s[0], s[0], s[1]);
	assign and1 = s[0] & s[1];
	ff_jk ff3(clear_aux, clk, and1, and1, s[2]);
	assign and2 = s[1] & s[2];
	assign clear_aux = clear | and2;
endmodule
module display_7segmentos(dados, segmentos);
	input [3:0]dados;
	output reg [6:0]segmentos;
	always @(*)
		case(dados)
		0: segmentos = 7'b1111110;
		1: segmentos = 7'b0110000;
		2: segmentos = 7'b1101101;
		3: segmentos = 7'b1111001;
		4: segmentos = 7'b0110011;
		5: segmentos = 7'b1011011;
		6: segmentos = 7'b1011111;
		7: segmentos = 7'b1110000;
		8: segmentos = 7'b1111111;
		9: segmentos = 7'b1110011;
		default: segmentos = 7'b0000000;
		endcase
endmodule
module entrada_senha(escolhe_digitos, senha_original, gerador_frequencia, habilitador);
	input [3:0]escolhe_digitos, senha_original;
	input gerador_frequencia;
	output habilitador;
	wire and1, and2, and3;
	wire and_bar1, and_bar2, and_bar3, and_bar4;
	wire [3:0]verifica_bits;
	wire [6:0]segmentos1_usuario;
	wire [3:0]digito1_usuario;
	contador_decadico dig1_usuario(escolhe_digitos[3], and1, digito1_usuario);
	display_7segmentos dig1_display(digito1_usuario, segmentos1_usuario);
	wire [3:0]digito1_sistema;
	contador_decadico dig1_sistema(senha_original[3], 1'b0, digito1_sistema);
	comparador_4bits digito1(digito1_usuario, digito1_sistema, verifica_bits[3]);
	wire [6:0]segmentos2_usuario;
	wire [3:0]digito2_usuario;
	contador_decadico dig2_usuario(escolhe_digitos[2], and1, digito2_usuario);
	display_7segmentos dig2_display(digito2_usuario, segmentos2_usuario);
	wire [3:0]digito2_sistema;
	contador_decadico dig2_sistema(senha_original[2], 1'b0, digito2_sistema);
	comparador_4bits digito2(digito2_usuario, digito2_sistema, verifica_bits[2]);
	wire [6:0]segmentos3_usuario;
	wire [3:0]digito3_usuario;
	contador_decadico dig3_usuario(escolhe_digitos[1], and1, digito3_usuario);
	display_7segmentos dig3_display(digito3_usuario, segmentos3_usuario);
	wire [3:0]digito3_sistema;
	contador_decadico dig3_sistema(senha_original[1], 1'b0, digito3_sistema);
	comparador_4bits digito3(digito3_sistema, digito3_usuario, verifica_bits[1]);
	wire [6:0]segmentos4_usuario;
	wire [3:0]digito4_usuario;
	contador_decadico dig4_usuario(escolhe_digitos[0], and1, digito4_usuario);
	display_7segmentos dig4_display(digito4_usuario, segmentos4_usuario);
	wire [3:0]digito4_sistema;
	contador_decadico dig4_sistema(senha_original[0], 1'b0, digito4_sistema);
	comparador_4bits digito4(digito4_sistema, digito4_usuario, verifica_bits[0]);
	assign and1 = verifica_bits[3] & verifica_bits[2] & verifica_bits[1] & verifica_bits[0];
	assign and_bar1 = ~digito1_sistema[3] & ~digito1_sistema[2] & ~digito1_sistema[1] & ~digito1_sistema[0];
	assign and_bar2 = ~digito2_sistema[3] & ~digito2_sistema[2] & ~digito2_sistema[1] & ~digito2_sistema[0];
	assign and_bar3 = ~digito3_sistema[3] & ~digito3_sistema[2] & ~digito3_sistema[1] & ~digito3_sistema[0];
	assign and_bar4 = ~digito4_sistema[3] & ~digito4_sistema[2] & ~digito4_sistema[1] & ~digito4_sistema[0];
	assign and2 = and_bar1 & and_bar2 & and_bar3 & and_bar4;
	wire saida_estado;
	contador_modulo2 estado_saida(and1, and2, saida_estado);
	assign and3 = gerador_frequencia & saida_estado;
	wire [8:0]segmentos_tempo;
	temporizador_3min espera_habilitador(and3, ~{saida_estado, saida_estado, saida_estado}, segmentos_tempo, habilitador);
	wire [6:0]segmentos_minuto;
	wire [6:0]segmentos_segundo1;
	wire [6:0]segmentos_segundo2;
	display_7segmentos minutos({1'b0, 1'b0, segmentos_tempo[1:0]}, segmentos_minuto);
	display_7segmentos segundos1({1'b0, segmentos_tempo[4:2]}, segmentos_segundo1);
	display_7segmentos segundos2(segmentos_tempo[8:5], segmentos_segundo2);
endmodule 
module ff_jk(clear, clk, j, k, q);
	input clear, clk, j, k; 
	output reg q;
   always @ (posedge clk, posedge clear)
		begin
			if(clear) q <= 1'b0;
			else 
				begin 
					case({j, k})
						0: q = q;
						1: q = 0;
						2: q = 1;
						3: q = ~q;
					endcase
				end
		end
endmodule  
module or_6entradas
(
	input A,B,C,D,E,F,
	output S2
);
	assign S2 = A | B | C | D | E | F; 
endmodule 
module ssr
(
	input [4:1]j,		
	input p, i, y,	
	input [3:0]senha_sistema, senha_usuario, 
	input gerador_frequencia,
	output alarme
);
	wire habilitador;
	wire[5:0]fio;
	wire and1, or1;
	entrada_senha es_ssr(senha_usuario, senha_sistema, gerador_frequencia, habilitador);
	and_3entradas Z1(i,~y,habilitador,fio[0]);
	and_3entradas Z2(p,y,habilitador,fio[1]);
	and_3entradas Z3(j[1],y,habilitador,fio[2]);
	and_3entradas Z4(j[2],y,habilitador,fio[3]);
	and_3entradas Z5(j[3],y,habilitador,fio[4]);
	and_3entradas Z6(j[4],y,habilitador,fio[5]);
	or_6entradas K(fio[0],fio[1],fio[2],fio[3],fio[4],fio[5],alarme);
endmodule 
module temporizador_3min(clk, clr, segmentos, hab);
	input clk;
	input [2:0]clr;
	output [8:0]segmentos;
	output hab;
	wire and1, and2, and3;
	wire clr_aux1, clr_aux2, clr_aux3;
	assign clr_aux1 = clr[2] | hab;
	contador_decadico mod10(clk, clr_aux1, segmentos[8:5]);
	assign and1 = segmentos[8] & segmentos[6];
	assign clr_aux2 = clr[1] | hab;
	contador_modulo5 mod5(and1, clr_aux2, segmentos[4:2]);
	assign and2 = segmentos[4] & segmentos[3];
	assign clr_aux3 = clr[0] | hab;
	contador_modulo3 mod3(and2, clr_aux3, segmentos[1:0]);
	assign and3 = segmentos[1] & segmentos[0];
	contador_modulo2 mod2(and3, clr[0], hab);
endmodule 
```

==> qor.yml <==
fin_cells: 259
untimed_endpoints: 11
ys_cells: 159
sw_frac_of_total_pct: 11.06
setup.worst_path.start_class: "input port"
drive_above_1_share_pct: 14.67
vias: 1105
grt_use_total_pct: 10.38
fp.dieW_um: 80.51
synth_chip_area_mm2: 0.001849
skew_ns: 0
clk_pin_slew_worst_paths_ns: 0.03
warning_count: 186
routabilityCongestion: 0.7554
utilization_pct: 38.74
syn-cell-area_mm2: 0.001849
postSynthSeqShare_pct: 58.19
die_y_um: 80.51
top_cells_by_area: "dfrtp_1 58%, xnor2_1 17%, xor2_1 5.2%"
cap_viol_max_count: 0
setup_viol: 0
cts_tree: "built"
syn2layout_area_growth_pct: 24.02
cp-end-kind: "output pin"
grt.overflow.total: 0
power_density_mw_per_mm2: 1176
holdCritPathClass: "flip-flop to asynchronous set/reset pin"
grt_start_max_net_pins: 7
wirelength_um: 2866
hpwl_um: 2033
grt_pass1_vias: 1211
seqPwrFrac_pct: 34.6
synthMostInstantiatedCell: "dfrtp_1"
die-area_mm2: 0.006482
drcViolationCount: 0
synth-edff-count: 0
viasPerCell: 4.266
clock_power_share_pct: 64.5
p_leak_nw: 0.9838
reg2regPathDepth: 4
p_comb_share_pct: 0.9
common_cells: "43 x dfrtp_1, 35 x xnor2_1, 15 x nand2_1"
design_area_mm2: 0.002293
total_power_mw: 2.698
critPathMaxFanout: 1
fp_util_pct: 31.23
yosysTopAreaCellShare_pct: 58.19
slew_headroom_pct: 73.10
antenna_found_initial: 0
drt_iter0_markers: 25
n_fill_cell: 547
p_int_mw: 2.400
place_inst: 235
synthCells: 159
r2r_end: "es_ssr.dig3_usuario.ff2.q"
grt_first_pass_wirelength_um: 5030
ir_worst_vdd_uv: 1038
hold_viol: 0
ys_async_sr_fraction_pct: 100.0
crit_type: "input port to output pin"
drt-pass1-iter-count: 4
cts.hold.buffers_added: 0
synth_area_per_cell_um2: 11.63
cp.arrival_ns: 1.03
top_area_cell: "dfrtp_1"
worstMarginPinSlew_ns: 0.4035
synth.distinct_cells: 18
rows: 28
yosysWarnings: 36
place_area_mm2: 0.001968
avgRoutedWirePerCell_um: 11.07
ios: 17
rr_startpoint: "es_ssr.dig4_sistema.ff1.q"
flop_cell: "dfrtp_1"
antenna_cells: 0
hold_ws_ns: 0.2300
ys.flops: 43
critPathRequiredTime_ns: 1.12
unclocked_pins: 11
p_sw_mw: 0.2983
drv_slew: 0
port_buffers: 9
ff2ff_setup_slack_ns: 0.34
core_mm2: 0.005921
postRouteAntennaNets: 0
rsz0062_at_grt: "no"
status: "completed"
power groups by stage:
stage	Sequential, mW	Clock (mW)	Combinational [mW]
4_1_cts	0.933	1.98	0.0241
5_1_grt	0.932	2.05	0.0251
6_report	0.934	1.74	0.0230
placed cells by master, fill, tap and decap left out:
| master | instances |
|---|---|
| o21ai_1 | 1 |
| inv_1 | 14 |
| nor4_1 | 4 |
| and2_1 | 4 |
| nand4_1 | 5 |
| clkbuf_2 | 1 |
| nand2_1 | 15 |
| nand3_1 | 9 |
| clkbuf_8 | 24 |
| nor2_1 | 3 |
| clkdlybuf4s50_1 | 3 |
| a21oi_1 | 4 |
| xor2_1 | 11 |
| dfrtp_1 | 43 |
| nor4_4 | 1 |
| dlygate4sd2_1 | 5 |
| xnor2_1 | 35 |
| a31oi_1 | 1 |
| nor4_2 | 1 |
layer usage:
metal | wire (um) | track usage, % | vias to the layer above
li1 | - | - | 556
met1 | 1382 | 14.29 | 511
met2 | 1248 | 13.73 | 28
met3 | 169 | 4.614 | 10
met4 | 65 | 5.714 | 0
met5 | 0 | 0 | -
layout make-up:
| type | instances | area [um2] | share of cell area [%] |
|---|---|---|---|
| inverter | 14 | 52.55 | 2.291 |
| clock buffer | 24 | 330.3 | 14.40 |
| timing repair buffer | 9 | 78.83 | 3.437 |
| multi-input combinational | 94 | 661.9 | 28.86 |
| sequential | 43 | 1076 | 46.92 |
| tap | 75 | 93.84 | 4.092 |
worst max-delay path by stage:
stage	from	to	slack (ns)	cells past startpoint
after CTS	p	alarme	0.01	4
after global routing	i	alarme	0.02	4
final	i	alarme	0.09	4
logic make-up after synthesis:
group / share of synthesized area, %
and+or+nand+nor: 11.97
DFF: 58.19
AOI/OAI and AO/OA: 1.691
xor gates and xnor gates: 21.79
buffers and inverters: 6.360
critical path, cell delays in order:
cell,delay [ns]
clkdlybuf4s50_1,0.46
o21ai_1,0.06
a31oi_1,0.13
clkbuf_2,0.11
metrics by stage:
stage / worst slack, ns / TNS, ns
CTS: 0.01147 / 0
global route: 0.02050 / 0
finish: 0.08847 / 0
floorplan: 0.4384 / 0
detailed placement: -0.3632 / -0.3632
global placement: -0.3505 / -0.3505
repair_timing:
| action | in CTS | in global routing |
|---|---|---|
| pin swaps | 2 | 1 |
| cloned | 0 | 0 |
| setup buffers | 0 | 0 |
| setup endpoints to repair | 1 | 1 |
| gates resized | 9 | 1 |
Power is estimated from default activity; no workload was simulated.
